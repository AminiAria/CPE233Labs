[flow/config.mk]
export PLATFORM = sky130hd
export DESIGN_NAME = univ_sseg
export DESIGN_NICKNAME = univ_sseg
export VERILOG_FILES = /design/flow/design.v
export SDC_FILE = /design/flow/constraint.sdc
export NUM_CORES = 4
export LEC_CHECK = 1
export CORE_UTILIZATION = 40
[flow/constraint.sdc]
current_design univ_sseg

set clk_period 24.7
set clk_io_pct 0.2

create_clock -name clk0 -period $clk_period [get_ports {clk}]

set non_clock_inputs [all_inputs -no_clocks]
set_input_delay [expr $clk_period * $clk_io_pct] -clock clk0 $non_clock_inputs
set_output_delay [expr $clk_period * $clk_io_pct] -clock clk0 [all_outputs]
[flow/design.v]
`timescale 1ns / 1ps
module univ_sseg(
    input [13:0] cnt1,
    input [6:0] cnt2,
    input valid,
    input dp_en,
    input [1:0] dp_sel,
    input [1:0] mod_sel,
    input sign,
    input clk,
    output reg [7:0] ssegs,
    output reg [3:0] disp_en
    ); 
    wire [3:0] c1_d3;   
    wire [3:0] c1_d2; 
    wire [3:0] c1_d1; 
    wire [3:0] c1_d0; 
    wire [3:0] c2_d1;    
    wire [3:0] c2_d0; 
    reg [3:0] A_1000_digit;  
    reg [3:0] B_100_digit; 
    reg [3:0] C_10_digit; 
    reg [3:0] D_1_digit; 
    reg [3:0] final_BCD; 
    reg [1:0] m_cnt;         
    reg [7:0] seg_val;       
    cnt_convert_14b CC_14(cnt1, mod_sel, c1_d3, c1_d2, c1_d1, c1_d0); 
    cnt_convert_7b CC_7(cnt2, c2_d1, c2_d0); 
    clk_divder CLK_DIV (clk,sclk); 
    always @ (sign,mod_sel,c1_d1,c1_d3)
    begin
       case ({sign,mod_sel})
          0: A_1000_digit = 'hF;
          1: A_1000_digit = c1_d1; 
          2: A_1000_digit = c1_d3;
          3: A_1000_digit = 0;
          4: A_1000_digit = 'hA;   
          5: A_1000_digit = c1_d1; 
          6: A_1000_digit = c1_d3;
          7: A_1000_digit = 0;
          default A_1000_digit = 'hA; 
       endcase 
    end 
    always @ (mod_sel,c1_d2,c1_d0)
    begin
       case (mod_sel)
          0: B_100_digit = c1_d2; 
          1: B_100_digit = c1_d0; 
          2: B_100_digit = c1_d2;
          3: B_100_digit = 0;
          default B_100_digit = 0; 
       endcase 
    end 
    always @ (mod_sel,c1_d1,c2_d1)
    begin
       case (mod_sel)
          0: C_10_digit = c1_d1; 
          1: C_10_digit = c2_d1; 
          2: C_10_digit = c1_d1;
          3: C_10_digit = 0;
          default C_10_digit = 0; 
       endcase 
    end 
    always @ (mod_sel,c1_d0,c2_d0)
    begin
       case (mod_sel)
          0: D_1_digit = c1_d0; 
          1: D_1_digit = c2_d0; 
          2: D_1_digit = c1_d0;
          3: D_1_digit = 0;
          default D_1_digit = 0; 
       endcase 
    end 
    always @ (m_cnt, A_1000_digit, B_100_digit, C_10_digit, D_1_digit)
    begin
       case (m_cnt)
          3: final_BCD = D_1_digit; 
          2: final_BCD = C_10_digit; 
          1: final_BCD = B_100_digit;
          0: final_BCD = A_1000_digit;
          default final_BCD = 0; 
       endcase 
    end 
    always @ (m_cnt)
    begin
       case (m_cnt)
          0: disp_en = 4'b1110;  
          1: disp_en = 4'b1101; 
          2: disp_en = 4'b1011;
          3: disp_en = 4'b0111;
          default disp_en = 0; 
       endcase 
    end 
    always @ (final_BCD)
    begin
       case (final_BCD)
          0: seg_val  = 'h03;   
          1: seg_val  = 'h9F;   
          2: seg_val  = 'h25;   
          3: seg_val  = 'h0D;
          4: seg_val  = 'h99;  
          5: seg_val  = 'h49;  
          6: seg_val  = 'h41;  
          7: seg_val  = 'h1F;  
          8: seg_val  = 'h01;  
          9: seg_val  = 'h09;  
          10: seg_val = 'hFD;    
          15: seg_val = 'hFF;    
          default seg_val = 0; 
       endcase 
    end 
    always @ (dp_sel, m_cnt, dp_en, seg_val, valid)
    begin
       if (valid == 0)      
          ssegs = 'hFD; 
       else 
          begin
          if (dp_sel == m_cnt)
             ssegs = {seg_val[7:1],~dp_en}; 
          else 
             ssegs = seg_val;
          end          
    end
    always @ (posedge sclk)
    begin 
       m_cnt <= m_cnt + 1'b1;
    end 
endmodule
module clk_divder(clockin, clockout); 
    input clockin; 
    output wire clockout; 
    parameter n = 13; 
    reg [n:0] count; 
    always@(posedge clockin) 
    begin 
        count <= count + 1; 
    end 
    assign clockout = count[n]; 
endmodule 
module cnt_convert_14b(
    input [13:0] cnt,
    input [1:0] sel,
    output reg [3:0] c1_d3,
    output reg [3:0] c1_d2,
    output reg [3:0] c1_d1,
    output reg [3:0] c1_d0
    );
    reg [13:0] cnt_new;       
    reg [13:0] cnt_new_w;     
    reg [3:0] d3;      
    reg [3:0] d2;      
    reg [3:0] d1;      
    reg [3:0] d0;      
    always @ (cnt,sel)
       case(sel)
          0: cnt_new = {6'b000000,cnt[7:0]};    
          1: cnt_new = {7'b00000000,cnt[6:0]};  
          2: cnt_new = cnt;                     
          3: cnt_new = cnt;                     
          default cnt_new = cnt; 
       endcase
    always @ (cnt_new)
    begin
       d3=0;  d2=0;  d1=0;  d0=0;     
       cnt_new_w = cnt_new;           
       if      (cnt_new_w > 8999) begin   d3=9;   cnt_new_w = cnt_new_w - 9000;  end
       else if (cnt_new_w > 7999) begin   d3=8;   cnt_new_w = cnt_new_w - 8000;  end 
       else if (cnt_new_w > 6999) begin   d3=7;   cnt_new_w = cnt_new_w - 7000;  end 
       else if (cnt_new_w > 5999) begin   d3=6;   cnt_new_w = cnt_new_w - 6000;  end 
       else if (cnt_new_w > 4999) begin   d3=5;   cnt_new_w = cnt_new_w - 5000;  end 
       else if (cnt_new_w > 3999) begin   d3=4;   cnt_new_w = cnt_new_w - 4000;  end 
       else if (cnt_new_w > 2999) begin   d3=3;   cnt_new_w = cnt_new_w - 3000;  end 
       else if (cnt_new_w > 1999) begin   d3=2;   cnt_new_w = cnt_new_w - 2000;  end 
       else if (cnt_new_w > 999)  begin   d3=1;   cnt_new_w = cnt_new_w - 1000;  end 
       else                       begin   d3=0;   end 
       if      (cnt_new_w > 899) begin   d2=9;   cnt_new_w = cnt_new_w - 900;  end
       else if (cnt_new_w > 799) begin   d2=8;   cnt_new_w = cnt_new_w - 800;  end 
       else if (cnt_new_w > 699) begin   d2=7;   cnt_new_w = cnt_new_w - 700;  end 
       else if (cnt_new_w > 599) begin   d2=6;   cnt_new_w = cnt_new_w - 600;  end 
       else if (cnt_new_w > 499) begin   d2=5;   cnt_new_w = cnt_new_w - 500;  end 
       else if (cnt_new_w > 399) begin   d2=4;   cnt_new_w = cnt_new_w - 400;  end 
       else if (cnt_new_w > 299) begin   d2=3;   cnt_new_w = cnt_new_w - 300;  end 
       else if (cnt_new_w > 199) begin   d2=2;   cnt_new_w = cnt_new_w - 200;  end 
       else if (cnt_new_w > 99)  begin   d2=1;   cnt_new_w = cnt_new_w - 100;  end 
       else                      begin   d2=0;   end 
       if      (cnt_new_w > 89) begin   d1=9;   cnt_new_w = cnt_new_w - 90;  end
       else if (cnt_new_w > 79) begin   d1=8;   cnt_new_w = cnt_new_w - 80;  end 
       else if (cnt_new_w > 69) begin   d1=7;   cnt_new_w = cnt_new_w - 70;  end 
       else if (cnt_new_w > 59) begin   d1=6;   cnt_new_w = cnt_new_w - 60;  end 
       else if (cnt_new_w > 49) begin   d1=5;   cnt_new_w = cnt_new_w - 50;  end 
       else if (cnt_new_w > 39) begin   d1=4;   cnt_new_w = cnt_new_w - 40;  end 
       else if (cnt_new_w > 29) begin   d1=3;   cnt_new_w = cnt_new_w - 30;  end 
       else if (cnt_new_w > 19) begin   d1=2;   cnt_new_w = cnt_new_w - 20;  end 
       else if (cnt_new_w > 9)  begin   d1=1;   cnt_new_w = cnt_new_w - 10;  end 
       else                     begin   d1=0;   end 
       d0 = cnt_new_w[3:0]; 
    end
    always @ (cnt_new, d3,d2,d1,d0)
    begin
       if (cnt_new < 1000)  
          c1_d3 = 'hF; 
       else 
          c1_d3 = d3; 
       if (cnt_new < 100)   
          c1_d2 = 'hF; 
       else 
          c1_d2 = d2; 
       if (cnt_new < 10)   
          c1_d1 = 'hF; 
       else 
          c1_d1 = d1;
       c1_d0 = d0;         
    end 
endmodule
module cnt_convert_7b(
    input [6:0] cnt,
    output reg [3:0] c2_d1,
    output reg [3:0] c2_d0
    );
    reg [7:0] cnt_new;       
    reg [7:0] cnt_new_w;     
    reg [3:0] d1;      
    reg [3:0] d0;      
    always @ (cnt_new)
    begin
       d1=0;  d0=0; 
       cnt_new_w = cnt; 
       if      (cnt_new_w > 89) begin   d1=9;   cnt_new_w = cnt_new_w - 90;  end
       else if (cnt_new_w > 79) begin   d1=8;   cnt_new_w = cnt_new_w - 80;  end 
       else if (cnt_new_w > 69) begin   d1=7;   cnt_new_w = cnt_new_w - 70;  end 
       else if (cnt_new_w > 59) begin   d1=6;   cnt_new_w = cnt_new_w - 60;  end 
       else if (cnt_new_w > 49) begin   d1=5;   cnt_new_w = cnt_new_w - 50;  end 
       else if (cnt_new_w > 39) begin   d1=4;   cnt_new_w = cnt_new_w - 40;  end 
       else if (cnt_new_w > 29) begin   d1=3;   cnt_new_w = cnt_new_w - 30;  end 
       else if (cnt_new_w > 19) begin   d1=2;   cnt_new_w = cnt_new_w - 20;  end 
       else if (cnt_new_w > 9)  begin   d1=1;   cnt_new_w = cnt_new_w - 10;  end 
       else                     begin   d1=0;   end 
       d0 = cnt_new_w[3:0]; 
    end
    always @ (cnt, d1, d0)
    begin
       if (cnt < 10)   
          c2_d1 = 'hF; 
       else 
          c2_d1 = d1;
       c2_d0 = d0;        
    end 
endmodule
[flow/run.sh]
#!/bin/bash
# OpenROAD 26Q1-2900-gdf79404cd8, Yosys 0.63+post, stock flow scripts
make -C /OpenROAD-flow-scripts/flow DESIGN_CONFIG=/design/flow/config.mk WORK_HOME=/design/flow/orfs finish
==> flow_metrics.tcl <==
# place-and-route summary
set metrics [dict create \
    synthTopCellsByArea "ha_1, nand2_1, a21oi_1" \
    vias_per_cell 6.736 \
    finalClockPeriodUsage_pct 81.18 \
    yosysWarnings 5 \
    fp.dieW_um 133.7 \
    crit_top_cell "and3_1" \
    globalplace.congestion 1.065 \
    whs_ns 0.4057 \
    setup_tns_ns 0 \
    grt_max_degree 29 \
    tool_warnings 71 \
    xor_area_share_pct 4.293 \
    power_density_nw_per_um2 40.52 \
    max-cap-violations 0 \
    syn-cell-area_um2 6937 \
    critPathTopFamily "AND-OR/OR-AND gates" \
    leakagePower_uw 0.002724 \
    dr_total_vias 8292 \
    top_area_share_pct 11.00 \
    syn2layout_area_growth_pct 8.279 \
    async_reset_ff_share_pct 0 \
    clock_skew_ns 0.001506 \
    setup_viol 0 \
    numCtsBuffers 3 \
    yosys.area_share.aoi_pct 42.08 \
    drt_iter0_drc 828 \
    tightest_slew_ns 0.8096 \
    ys_seq_share_pct 4.618 \
    synth_flops 16 \
    path_buffers 6 \
    run_status "finished, final reports clean" \
    clk_path_buf_depth 2 \
    grt_pass1_wl_um 40820 \
    path_clk_slew_ns 0.04 \
    endpoint_kind "output pin" \
    synthFlopType "dfxtp_1" \
    worstHoldPathType "reg2reg" \
    ys_area_um2 6937 \
    gr-usage-all-layers_pct 28.57 \
    cts_tree "yes" \
    drive_gt1_share_pct 7.814 \
    rows 47 \
    io_buffers 40 \
    drt_first_pass_iters 5 \
    largest_area_cell "ha_1" \
    cp.required_ns 19.76 \
    pin_count 41 \
    dieHeight_um 133.7 \
    cp.arrival_ns 15.11 \
    final_hold_viol_count 0 \
    grt_pass1_vias 7496 \
    cts_hold_buf 0 \
    min_period_ns 20.05 \
    drtAntennaViolNets 0 \
    slew_violations 0 \
    wirelength_um 24940 \
    rsz0062_at_grt "false" \
    cp_slowest_cell "clkdlybuf4s50_1" \
    untimed_endpoints 6 \
    die-area_um2 17870 \
    overflow 0 \
    antennaDiodeCount 0 \
    ys_types 104 \
    dp_hpwl_um 19230 \
    synth.cellmix.simpleShare_pct 28.95 \
    synth_top_cell_by_count "nand2_1" \
    ys_top_logic_family "AND-OR/OR-AND gates" \
    fmaxAchievable_mhz 49.87 \
    ctsResizeCount 0 \
    fp_util_pct 41.39 \
    synth.avg_cell_area_um2 6.854 \
    post-route-drc-count 0 \
    stdcell_count 1231 \
    h-tree-depth 1 \
    cp_max_fo 17 \
    utilization_pct 44.82 \
    edf_count 0 \
    place_inst 1228 \
    yosys-top-cells-count "nand2_1, a21oi_1, nor2_1, o21ai_0, ha_1" \
    cp-start-kind "input port" \
    antenna_found_initial 0 \
    post-cts-setup-buffer-count 0 \
    ys_cells 1012 \
    slew_headroom_pct 45.61 \
    root_buffer "clkbuf_16" \
    wl_per_cell_um 20.26 \
    ys_sh_mux_pct 2.561 \
    unclocked_regs 2 \
    adder_share_pct 11.00 \
    ir_drop_v 0.00004374 \
    synthCells 1012 \
    core_area_um2 16760 \
    clk-insertion-delay-late_ns 0.23 \
    critPathMaxStageDelay_ns 0.66 \
    critPathKind "in2out" \
]
[state kept, by name (all words and copies together), names as in the netlist]
| register | flops |
|---|---|
| m_cnt | 2 |
| CLK_DIV.count | 14 |
[cell families (layout without fill, tap and decap cells)]
| kind of cell | after synthesis | in the layout |
|---|---|---|
| AND-OR/OR-AND | 397 | 397 |
| XOR/XNOR | 34 | 34 |
| adder cells (fa/ha/maj) | 61 | 61 |
| buffers and inverters | 103 | 102 |
| flip-flops | 16 | 16 |
| multiplexers | 17 | 17 |
| AND/OR/NAND/NOR | 384 | 384 |
[cells in the final DEF (no fill, tap or decap), types with 9 or more instances in the layout]
| cell type | count |
|---|---|
| nand2_1 | 111 |
| a21oi_1 | 79 |
| nor2_1 | 65 |
| o21ai_0 | 62 |
| ha_1 | 61 |
| nand3_1 | 44 |
| inv_1 | 41 |
| clkdlybuf4s50_1 | 40 |
| nor3_1 | 33 |
| xnor2_1 | 28 |
| a31oi_1 | 24 |
| a211oi_1 | 21 |
| a21o_1 | 19 |
| o211ai_1 | 19 |
| dfxtp_1 | 16 |
| nand4_1 | 16 |
| and3_1 | 16 |
| buf_4 | 14 |
| a211o_1 | 11 |
| nand2b_1 | 11 |
| nor2b_1 | 11 |
| or3_1 | 11 |
| mux2i_1 | 11 |
| nor4_1 | 10 |
| o31ai_1 | 10 |
| o22ai_1 | 9 |
| o221ai_1 | 9 |
[routing by layer]
| layer | global-route usage [%] | vias to the layer above | wire length (um) |
|---|---|---|---|
| li1 | - | 3913 | - |
| met1 | 43.39 | 3818 | 11320 |
| met2 | 40.97 | 477 | 10210 |
| met3 | 4.701 | 84 | 2506 |
| met4 | 8.712 | 0 | 904 |
| met5 | 0 | - | 0 |
[through the flow]
stage	worst slack [ns]	instance area [um^2]	power, uW
final	4.648	7511	304.3
after global routing	3.911	7511	329.0
after CTS	4.871	7511	298.3
after detailed placement	4.908	7436	267.5
after global placement	4.906	7436	270.3
after floorplan	7.308	6937	207.5
[final timing paths]
check / startpoint / endpoint / slack, ns / cells past startpoint
hold / removal: CLK_DIV.count[0] / CLK_DIV.count[0] / 0.41 / 1
setup / recovery: mod_sel[0] / ssegs[0] / 4.65 / 35
setup reg to reg: CLK_DIV.count[2] / CLK_DIV.count[13] / 23.27 / 6
hold reg to reg: CLK_DIV.count[0] / CLK_DIV.count[0] / 0.41 / 1
[layout make-up]
type | count | area (um^2)
Fill cell | 1753 | 9249
Multi-Input combinational cell | 893 | 6166
Timing Repair Buffer | 54 | 505.5
Sequential cell | 16 | 320.3
Tap cell | 220 | 275.3
Inverter | 45 | 168.9
Clock buffer | 3 | 75.07
[report_power, final]
group	switching, uW	internal [uW]
sequential	0	22.7
clock	7.65	21.0
combinational	165	88.3
total	172	132
No activity file was given, so power comes from the tool's default toggle rates.
