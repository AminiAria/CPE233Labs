--- ./design.v ---
`timescale 1ns / 1ps
module DebounceOneShot(
    input CLK,
    input BTN,
    output logic DB_BTN
    );
    const logic [7:0] c_LOW_GOING_HIGH_CLOCKS = 8'h19;  
    const logic [7:0] c_HIGH_GOING_LOW_CLOCKS = 8'h33;  
    const logic [7:0] c_ONE_SHOT_CLOCKS       = 8'h03;  
    typedef enum { ST_init, ST_BTN_low, ST_BTN_low_to_high, ST_BTN_high, ST_BTN_high_to_low, ST_one_shot} STATES;
    STATES NS, PS;
    logic [7:0] s_db_count = 8'h00;
    logic s_count_rst, s_count_inc = 1'b0;
    always_ff @(posedge CLK) begin
        if (s_count_rst == 1'b1)
            s_db_count = 8'h00;
        else if (s_count_inc == 1'b1)
            s_db_count = s_db_count + 1;
    end
    always_ff @(posedge CLK) begin
       PS = NS; 
    end
    always_comb begin
        NS = ST_init;
        DB_BTN = 1'b0;
        s_count_rst = 1'b0;
        s_count_inc = 1'b0;
        case (PS)
            ST_init: begin           
                NS = ST_BTN_low;
                DB_BTN = 1'b0;
                s_count_rst = 1'b1;
            end
            ST_BTN_low: begin    
                if (BTN == 1'b1) begin        
                    NS = ST_BTN_low_to_high;  
                    s_count_inc = 1'b1;        
                end
                else begin
                    NS = ST_BTN_low;         
                    s_count_rst = 1'b1;
                end
            end
            ST_BTN_low_to_high: begin    
                if (BTN == 1'b1) begin   
                    if (s_db_count == c_LOW_GOING_HIGH_CLOCKS) begin 
                        NS = ST_BTN_high;
                        s_count_rst = 1'b1;
                    end
                    else begin           
                        NS = ST_BTN_low_to_high;
                        s_count_inc = 1'b1;
                    end
                end
                else begin               
                    NS = ST_BTN_low;
                    s_count_rst = 1'b1;
                end
            end
            ST_BTN_high: begin           
                if (BTN == 1'b1) begin 
                    NS = ST_BTN_high;
                    s_count_rst = 1'b1;
                end
                else begin               
                    NS = ST_BTN_high_to_low;
                    s_count_inc = 1'b1;
                end
            end
            ST_BTN_high_to_low: begin
                if (BTN == 1'b0) begin   
                    if (s_db_count == c_HIGH_GOING_LOW_CLOCKS) begin 
                        NS = ST_one_shot;
                        s_count_rst = 1'b1;
                    end
                    else begin           
                        NS = ST_BTN_high_to_low;
                        s_count_inc = 1'b1;
                    end
                end
                else begin               
                    NS = ST_BTN_high;
                    s_count_rst = 1'b1;
                end 
            end
            ST_one_shot: begin   
                if (s_db_count == c_ONE_SHOT_CLOCKS) begin  
                    NS = ST_init;
                    s_count_rst = 1'b1;
                    DB_BTN = 1'b0;
                end
                else begin               
                    NS = ST_one_shot;
                    s_count_inc = 1'b1;
                    DB_BTN = 1'b1;
                end
            end
            default: begin               
                NS = ST_init;
                s_count_rst = 1'b1;
                s_count_inc = 1'b0;
                DB_BTN = 1'b0;
            end
        endcase
    end
endmodule
--- ./run.sh ---
#!/bin/bash
# OpenROAD 26Q1-2900-gdf79404cd8, Yosys 0.63+post, stock flow scripts
make -C /OpenROAD-flow-scripts/flow DESIGN_CONFIG=/design/flow/config.mk WORK_HOME=/design/flow/orfs finish
--- ./constraint.sdc ---
current_design DebounceOneShot

set clk_period 2.2
set clk_io_pct 0.2

create_clock -name clk0 -period $clk_period [get_ports {CLK}]

set non_clock_inputs [all_inputs -no_clocks]
set_input_delay [expr $clk_period * $clk_io_pct] -clock clk0 $non_clock_inputs
set_output_delay [expr $clk_period * $clk_io_pct] -clock clk0 [all_outputs]
--- ./config.mk ---
export PLATFORM = sky130hd
export DESIGN_NAME = DebounceOneShot
export DESIGN_NICKNAME = DebounceOneShot
export VERILOG_FILES = /design/flow/design.v
export SDC_FILE = /design/flow/constraint.sdc
export NUM_CORES = 4
export LEC_CHECK = 1
export CORE_AREA = 10 10 83 83
export DIE_AREA = 0 0 93 93
==> flow_summary.yaml <==
# flow metrics
setup_path:
  rr_worst_depth: 5
  crit_buf_inv: 1
  crit_type: "reg2out"
  timing.rr.start: "PS[2]"
  cp.required_ns: 1.76
  cpPeakStageDelay_ns: 0.55
  cp.arrival_ns: 1.64
  start_kind: "flop"
  path_delay_family: "simple AND/OR/NAND/NOR gates"
  crit_slowest_cell: "or4_4"
  reg2reg_slack_ns: 0.21
  rr_endpoint: "s_db_count[6]"
  path_cells: "or4_4 -> nor2_4 -> and3b_1 -> dlygate4sd2_1"
  critical_path.max_fanout: 2
  crit_path_end_kind: "primary output"
yosys:
  synthTopCellsByArea: "dfxtp_1, ha_1, nand3_1"
  synthDistinctLibCells: 38
  ys_warn_count: 1
  top_area_share_pct: 28.7
  yosys_area_sq_um: 768
  flop_cell: "dfxtp_1"
  ys.flops: 11
  ys_seq_share_pct: 28.7
  ys_cells: 86
  async_flop_share_pct: 0
  top_area_cell: "dfxtp_1"
  edf_count: 0
  netlist_instances: 86
  netlist_area_sq_um: 768
  avgSynthCellArea_sq_um: 8.93
timing:
  rsz0062_at_grt: "false"
  slew_headroom_pct: 66.2
  finalSetupViolCount: 0
  skew_ns: 0.00713
  finalSetupTns_ns: 0
  finalHoldViolCount: 0
  final.period_utilization_pct: 94.6
  finalMaxSlewViolations: 0
  worst_pin_slew_ns: 0.506
  setup_ws_ns: 0.120
  fin_crit_ns: 2.08
  max_freq_ghz: 0.481
  whs_ns: 0.511
clock_tree:
  cts_inserted_buffers: 3
  cts_hold_buf: 0
  worstSkewPairLatency_ns: 0.24
  clk_pin_slew_ns: 0.06
  ctsHtreeMaxLevel: 1
  cts_sinks: 11
  clockRootBuffer: "clkbuf_8"
  clockBufferDepth: 2
  cts_tree: "done"
final_layout:
  finalNonFillerCells: 169
  lay_top_cells: "buf_4, dfxtp_1, nand3_1"
  lay_top_count: "buf_4"
  fillers: 586
  ff_latch_area_sq_um: 223
  design_area_sq_um: 995
  final_layout_size_suffix_gt1_share_pct: 31.3
  mi_logic_area_sq_um: 531
  area_growth_pct: 29.5
global_routing:
  grtUsageMet2_pct: 6.78
  grt_first_pass_wirelength_um: 3120
  grt_most_used_layer: "met2"
  met1_usage_pct: 5.72
  grt_pass1_vias: 714
  grt_overflow_total: 0
  grt_max_degree: 13
  grt_util_met3_pct: 0.485
  antenna_found_initial: 0
  grt_use_total_pct: 4.09
power:
  power_leakage_nw: 0.357
  combPwrFrac_pct: 48.8
  p_sw_share_pct: 45.5
  seq_power_share_pct: 31.4
  power_switching_mw: 0.478
  intPower_mw: 0.573
  peakVddDrop_mv: 0.455
  p_per_area_nw_per_um2: 1060
  pwr-share-clk_pct: 19.8
worst_hold_path:
  hp-start: "s_db_count[3]"
  hold_depth: 1
  hold_class: "reg2reg"
  holdPathEnd: "s_db_count[3]"
routing:
  drt-initial-drc-count: 56
  ant_nets: 0
  drt_pre_antenna_iters: 4
  via_per_inst: 4.19
  vias: 708
  detail_route.wl_per_cell_um: 9.83
  diodes: 0
  drc: 0
  drt_wl_total_um: 1660
die:
  io_pins: 3
  fp_util_pct: 14.9
  die_y_um: 93
  num_rows: 26
  core_area_sq_um: 5140
  die_x_um: 93
  die_area_sq_um: 8650
job:
  cap_viol_max_count: 0
  warnings: 26
placement:
  io_buffers: 2
  dp.cells: 164
  globalplace.congestion: 0.827
  placed_area_sq_um: 910
  pre_cts_ws_ns: -0.125
  dp_hpwl_um: 1210
status:
  status: "completed"
[kinds of logic (layout without fill, tap and decap cells)]
| logic type | Yosys count | after routing | share of synthesized area [%] |
|---|---|---|---|
| AND/OR/NAND/NOR | 39 | 39 | 33.2 |
| buffers and inverters | 5 | 18 | 5.86 |
| multiplexers | 3 | 3 | 3.91 |
| XOR/XNOR | 5 | 5 | 5.70 |
| adder cells (fa/ha/maj) | 3 | 3 | 4.89 |
| flip-flops | 11 | 11 | 28.7 |
| AND-OR/OR-AND | 20 | 20 | 17.8 |
[timing repair]
item / 4_1_cts / 5_1_grt
hold endpoints to repair: 0 / 0
gates resized: 9 / 2
endpoints found under the setup margin: 1 / 5
pin swaps: 2 / 0
setup buffers: 1 / 0
[registers in the layout (all words and copies together) (netlist names)]
name and cells:
PS 3, s_db_count 8
[routing by layer]
metal / part of all wire [%] / wire, um / vias up
met5: 0 / 0 / -
met4: 1.4 / 23 / 0
met3: 3.4 / 57 / 2
met2: 43 / 717 / 14
met1: 52 / 862 / 338
li1: - / - / 354
[per-stage QoR]
stage	utilization, %	power (mW)
final	19.4	1.05
after global routing	19.4	1.15
after CTS	19.3	1.04
after detailed placement	17.7	0.823
after global placement	17.7	0.827
after floorplan	-	0.766
[cell usage after synthesis (all sizes together), types with 3 or more instances]
cell type,instances
dfxtp,11
nand3,7
nor2,6
a21oi,5
and3,4
buf,4
o21ai,4
a31oi,3
ha,3
mux2i,3
nand2,3
or4,3
xor2,3
[how the worst max path moves through the flow]
stage	from	endpoint	slack, ns	cells past startpoint
CTS	s_db_count[6]	DB_BTN	0.10	4
global route	PS[2]	s_db_count[7]	0.001	5
finish	s_db_count[6]	DB_BTN	0.12	4
[power by group through the flow]
stage,Sequential (mW),Combinational [mW],Clock [mW]
after CTS,0.328,0.502,0.214
after global routing,0.343,0.584,0.226
final,0.330,0.513,0.208
[area by class of cell]
type                       count  share of cell area (%)
clock buffer                   3                    4.15
inverter                       1                   0.377
multi-input combinational     70                    53.3
sequential                    11                    22.4
clock inverter                 1                   0.503
tap                           70                    8.81
timing repair buffer          13                    10.4
Power figures rest on the tool's default switching activity, not on a simulated workload.
