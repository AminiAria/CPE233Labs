===== flow/run.sh =====
#!/bin/bash
# OpenROAD 26Q1-2900-gdf79404cd8, Yosys 0.63+post, stock flow scripts
make -C /OpenROAD-flow-scripts/flow DESIGN_CONFIG=/design/flow/config.mk WORK_HOME=/design/flow/orfs finish

===== flow/config.mk =====
export PLATFORM = sky130hd
export DESIGN_NAME = Ram
export DESIGN_NICKNAME = Ram
export VERILOG_FILES = /design/flow/design.v
export SDC_FILE = /design/flow/constraint.sdc
export NUM_CORES = 4
export LEC_CHECK = 1
export CORE_UTILIZATION = 30

===== flow/constraint.sdc =====
current_design Ram

set clk_period 4.2
set clk_io_pct 0.2

create_clock -name clk0 -period $clk_period [get_ports {CLK}]

set non_clock_inputs [all_inputs -no_clocks]
set_input_delay [expr $clk_period * $clk_io_pct] -clock clk0 $non_clock_inputs
set_output_delay [expr $clk_period * $clk_io_pct] -clock clk0 [all_outputs]

===== flow/design.v =====
module Ram #(parameter ADDR_SIZE = 5, DATA_SIZE = 8)(
    input [ADDR_SIZE-1:0] ADRX, ADRY,
    input [DATA_SIZE-1:0] DIN,
    input CLK, WE,
    output logic [DATA_SIZE-1:0] DX_OUT, DY_OUT
);
logic [DATA_SIZE-1:0] mem [0:(1<<ADDR_SIZE)-1];
initial begin
    for (int i = 0; i < (1<<ADDR_SIZE); i++) begin
        mem[i] = 0;
    end
end
always_ff @ (posedge CLK)
begin
    if (WE == 1)
        mem[ADRX] <= DIN;
end
assign DX_OUT = mem[ADRX];
assign DY_OUT = mem[ADRY];    
endmodule

==> GITHUB_STEP_SUMMARY <==
## Synthesis and layout report

| Metric | Value |
|---|---|
| Status | `complete, no violations` |
| Transition time at the pin with the least slew margin | `a little over 0.7 ns` |
| Ys cells | `543` |
| CTS hold repair buffers | `0` |
| Max Cap Violations | `0` |
| Via total after detailed routing | `6,469` |
| Area Overhead vs Synth | `20.0%` |
| Initial DRC count | `~440` |
| Cells after DPL | `between 1,000 and 1,500` |
| Max-slew headroom at the worst pin | `51.3%` |
| Final number of max-transition violations | `0` |
| Gate count of the mapped netlist | `approximately 540` |
| Power per standard cell area | `393 mW/mm²` |
| Count of buffers from port buffering | `35` |
| Dominant register cell | `edfxtp_1` |
| Root buffer cell | `clkbuf_16` |
| Non-filler cells in the finished layout | `roughly 1,200` |
| Total tool warning count | `25` |
| I/O pin count | `36` |
| Synthesis area per yosys | `0.0118 mm²` |
| Post-route total power | `between 5000 and 6000 µW` |
| # DRC | `0` |
| Area inside the core boundary | `0.0386 mm²` |
| TritonCTS clock tree | `built` |
| Via count of the first global-routing pass | `about 7,600` |
| Top cell type by instance count after synthesis | `edfxtp_1` |
| # rows | `72` |
| Fin area | `between 0.01 and 0.015 mm²` |
| Biggest area contributors in the synthesized netlist | `edfxtp_1 (65%), mux4_2 (28%), a22oi_1 (2.0%), nor2_1 (1.1%), mux2_2 (0.77%)` |
| Register ranked first by flip-flop count | `mem` |
| Crit path kind | `in2out` |
| Via density | `approximately 5.4` |
| Count of endpoints failing setup in the final report | `0` |
| Number of diodes | `0` |
| Max FFs per register | `roughly 260` |
| Deepest clock path buffer count | `3` |
| CTS sink cnt | `around 260` |
| Total die area | `approximately 0.04 mm²` |
| Detailed-placement wirelength estimate | `~23,000 µm` |
| Required arrival time at the worst endpoint | `around 3.4 ns` |
| Final estimated routing congestion in global placement | `roughly 0.9` |
| Hold Fails Final Rpt | `0` |
| Endpoint kind of the worst setup timing path | `output pin` |
| Maximum vdd drop | `slightly below 0.3 mV` |
| Top post-synthesis cells by count | `edfxtp_1 (256), mux4_2 (144), nor2_1 (33)` |
| Arrival @ worst endpoint | `~3.2 ns` |
| Worst Hold Depth | `2` |
| Portion of synthesized cell area occupied by the leading cell type | `between 60% and 70%` |
| Leakage Power | `approximately 0.0044 µW` |
| Synth cell types | `20` |
| Critical Path Fanout Max | `12` |
| Fraction of layout instances using a drive strength above 1 | `about 42%` |
| Maximum frequency from static timing analysis | `between 0.2 and 0.25 GHz` |
| Flip-flops with a built-in enable | `256` |
| Sequential element share of the synthesized area | `between 60% and 70%` |
| Post-synth top area cell | `edfxtp_1` |
| Synth Cell Area | `between 0.01 and 0.015 mm²` |
| Worst setup slack before clock tree synthesis | `between 0.2 and 0.25 ns` |
| Pin count of the biggest net entering global routing | `45` |
| Async set-reset flop share out of synthesis | `0%` |
| Flops & latches, synth | `approximately 260` |
| Avg Inst Size Synth | `21.7 µm²` |
| Clock period minus worst slack | `slightly above 4 ns` |
| Global-route wire length before repair | `~50,000 µm` |
| Routed wire length per instance | `about 27 µm` |
| Warnings from Yosys | `1` |
| Total clock buffers created by CTS | `27` |
| Final wirelength | `about 32,000 µm` |
| Class of the tightest hold or removal check | `in2reg` |
| Vertical die size | `~200 µm` |
| Overall die width | `around 200 µm` |
| Clock slew at reported path FFs | `0.06 ns` |
| Placed Instance Area | `between 0.01 and 0.015 mm²` |
| Initial standard-cell utilization of the core | `between 30 and 40%` |
| Total GRT Usage | `17.8%` |
| Detailed Routing Iterations Pass 1 | `6` |
| Min setup slack post-route | `0.145 ns` |
| Total grt overflow | `0` |
| Tcrit/Tclk final | `between 90% and 100%` |
| Antenna violations before repair | `0` |
| Largest registers | `mem (256)` |
| H-tree levels | `1` |
| CP startpoint kind | `input pin` |
| Post-route ant nets | `0` |
-- path summary, 6_finish.rpt --
kind | startpoint | to | slack (ns)
worst max-delay path | ADRX[2] | DX_OUT[2] | 0.14
worst min-delay path | DIN[5] | mem[18][5]$_DFFE_PP_ | 1.14
-- report_power, final --
part	switching [µW]	leakage [µW]	internal (µW)	total, µW
Clock	950	0.000396	1230	2180
Sequential	13.7	0.00231	2840	2860
Combinational	254	0.00173	262	516
-- kinds of logic after synthesis --
family,synth area share [%]
AOI/OAI and AO/OA,2.04
muxes,28.3
and+or+nand+nor,2.70
buffers and inverters,1.67
DFF,65.3
-- per-stage QoR --
stage	TNS, ns	hold WS (ns)	util, %
after floorplan	0	0.939	-
after global placement	0	1.68	34.5
after detailed placement	0	1.68	34.5
after CTS	0	1.13	36.5
after global routing	-0.00413	1.16	36.6
final	0	1.14	36.6
-- what timing repair did --
item                                    in CTS  in global routing
endpoints found under the setup margin       0                  1
setup buffers                                0                  0
gates resized                                0                  2
-- per-layer routing --
metal,track usage [%],share of wire [%],up-vias
met5,1.43,0,-
met4,4.51,3.1,0
met3,13.4,16,60
met2,27.2,48,485
met1,19.7,33,3289
li1,-,-,2635
-- final cells by class --
cell class	instances	area, µm²
Timing Repair Buffer	122	1090
Clock buffer	31	691
Fill cell	3463	24500
Clock inverter	19	118
Tap cell	518	648
Multi-Input combinational cell	245	3900
Sequential cell	256	7690
-- critical path, stage by stage --
cell and delay, ns:
clkdlybuf4s50_1 0.67, buf_4 0.28, and3b_1 0.19, buf_4 0.16, a22oi_1 0.20, nand4_1 0.34, clkdlybuf4s50_1 0.53
-- cells in the final DEF, fill, tap and decap left out, types with 8 or more instances in the layout --
| master | instances |
|---|---|
| clkdlybuf4s50_1 | 31 |
| nand4_1 | 8 |
| clkinv_1 | 10 |
| mux2_2 | 8 |
| buf_4 | 80 |
| nor2_1 | 33 |
| buf_12 | 8 |
| a22oi_1 | 32 |
| edfxtp_1 | 256 |
| clkbuf_16 | 27 |
| mux4_2 | 144 |
No activity file was given, so power comes from the tool's default toggle rates.
